[./design.v]
module RAM #(parameter address_width = 6, parameter word_width = 32, parameter num_words = 64) (
    input logic clock,
    input logic write_enable,
    input logic [address_width-1:0] address, 
    input logic [word_width-1:0] data_in, 
    output logic [word_width-1:0] data_out
    ); 
    logic [word_width-1:0] memory [num_words-1:0]; 
    always_ff @(posedge clock)
        if (write_enable) memory[address] <= data_in;
            assign data_out = memory[address];
endmodule
module data_memory #(parameter address_width = 32, parameter word_width = 32, parameter num_words = 64)(
    input logic  clock, write_enable,
    input logic  [address_width-1:0] address, 
    input logic  [word_width-1:0] write_data,
    output logic [word_width-1:0] read_data
    );
    logic [word_width-1:0] RAM[num_words-1:0];
    logic [address_width-3:0] word_aligned_address = address[address_width-1:2]; 
    assign read_data = RAM[word_aligned_address]; 
    always_ff @(posedge clock)
        if (write_enable) RAM[word_aligned_address] <= write_data;
endmodule
module instruction_memory #(parameter address_width = 32, parameter word_width = 32, parameter num_words = 64)(
    input  logic [address_width-1:0] address,
    output logic [word_width-1:0] read_data
    );
    logic [word_width-1:0] RAM[num_words-1:0];
    logic [address_width-3:0] word_aligned_address = address[address_width-1:2]; 
    initial
        $readmemh("vectors/basic.dat", RAM);
    assign read_data = RAM[word_aligned_address]; 
endmodule
[./run.sh]
#!/bin/bash
# OpenROAD 26Q1-2900-gdf79404cd8, Yosys 0.63+post, stock flow scripts
make -C /OpenROAD-flow-scripts/flow DESIGN_CONFIG=/design/flow/config.mk WORK_HOME=/design/flow/orfs finish
[./config.mk]
export PLATFORM = sky130hd
export DESIGN_NAME = RAM
export DESIGN_NICKNAME = RAM
export VERILOG_FILES = /design/flow/design.v
export SDC_FILE = /design/flow/constraint.sdc
export NUM_CORES = 4
export LEC_CHECK = 1
export CORE_UTILIZATION = 50
export SYNTH_HDL_FRONTEND = slang
[./constraint.sdc]
current_design RAM

set clk_period 32.2
set clk_io_pct 0.2

create_clock -name clk0 -period $clk_period [get_ports {clock}]

set non_clock_inputs [all_inputs -no_clocks]
set_input_delay [expr $clk_period * $clk_io_pct] -clock clk0 $non_clock_inputs
set_output_delay [expr $clk_period * $clk_io_pct] -clock clk0 [all_outputs]
==> run notes <==
Here are the numbers from the latest Yosys + OpenROAD run.

The most repeated cell in the gate-level netlist after synthesis is sky130_fd_sc_hd__edfxtp_1. The worst hold-check path type is in -> reg. RePlAce ended its routability-driven mode at a weighted congestion of 0.970. The chip area came out at 158000 um^2. Per the STA report, the cell with the highest stage delay on the worst path is sky130_fd_sc_hd__buf_4. The maximum VDD drop is 0.0571 mV. The worst setup path is of the in -> out kind.

The number of flip-flops in the largest register is 2048. The overall power of the completed layout is 5510 uW. The share of total power in the clock network is 0.407. The placed wire-length estimate after detailed placement came out at 132 mm.

Across the run, the number of max-cap violations was 0. The total internal power is 4320 uW. The worst path in the final design needs a cycle of 18.57 ns, including I/O delays and setup. The power per standard cell area came out at 62.4 nW/um^2. The overflow left after global routing is 0. The leakage power total came out at 0.0282 uW. The number of warnings in the stage logs came out at 26. After synthesis, the chip area reported by Yosys is 78300 um^2. The area occupied by multi-input gates is 16000 um^2. The maximum number of pins on one net before global-route repair came out at 73. The aggregate global-route resource usage is 0.324.

The number of iterations in the first detailed-routing pass is 8. Setup repair after global routing left no endpoint under its margin. The synthesized netlist cell count is 4207. The yosys stat cell total is 4207. For reference, the clock transition at the flip-flops on the worst setup and hold paths is 0.06 ns. The total number of H-tree levels came out at 4. The worst setup path is launched from a primary input.

The worst hold path begins at data_in[9]. For this sky-water flow run, the detailed-routed wirelength per cell is reported as 34.2 um. After clock tree synthesis, the repair step resized 0 gates.

The hold-critical path endpoint is memory[20][9]. The count of flip-flops with a built-in enable after synthesis came out at 2048. Counting stages on the worst path, the most repeated cell is sky130_fd_sc_hd__buf_4. The routed design shows a via density per instance of 6.44. The largest total area in the synthesized netlist belongs to sky130_fd_sc_hd__edfxtp_1.

The net switching power of the design is 1190 uW. The initial antenna violation count came out at 10. The starting utilization of the core area is 0.506. The count of buffers from port buffering is 71. The main flop type after synthesis is sky130_fd_sc_hd__edfxtp_1. The synthesis report lists the Yosys warning total as 0. The count of distinct cell types in the synthesized netlist came out at 55. The fraction of layout instances using a drive strength above 1 is 0.178.

The number of global-route vias before repair came out at 43705. The final clock period utilization by the worst path came out at 0.577. The cell class contributing the biggest share of worst-path delay is buffers and inverters. In this design, the stage delay of the slowest critical-path cell is 0.66 ns. The iteration-0 DRC count of the detailed router came out at 2984. A synthesized cell averages 18.6 um^2. The maximum number of buffers from clock root to sink is 3.

Based on the critical path, the design can be clocked at up to 53.9 MHz. The CTS buffer count is 201. 72 I/O pins were placed. The overall die width came out at 398 um. The final-report setup violation count came out at 0. The count of buffers added by post-CTS timing repair for setup came out at 0.

Ranked by flip-flop count, first place goes to memory. After synthesis, the share of flip-flops with an asynchronous set or reset is 0. The run finished with clean final reports. The relative contribution of sequential cells to total power came out at 0.537. The number of hold buffers added after cts came out at 0. The remaining design rule violation count is 0. The top fanout value on the critical path is 72. The layout has 11244 filler cells. The CTS tree is built.

The residual antenna-violating net count after detailed routing came out at 0. The area used by sequential logic in the layout came out at 61500 um^2. After synthesis the cells add up to 78300 um^2. The first global-routing pass estimated 320 mm of wire.

The post-synthesis register bit count is 2048. According to the floorplan report, the die height is 398 um. In the post-route report, total wirelength is listed as 225 mm.

The sequential area share after synthesis is 0.786. The cell count along the critical path came out at 13. The final hold violation count is 0. The top cell type's share of synthesized area came out at 0.786. The transition at the pin with the smallest max-transition slack is 1.17 ns. The number of sinks on the clock net came out at 2048. In the synthesized netlist, the cells that appear most often are 2048 x sky130_fd_sc_hd__edfxtp_1, 259 x sky130_fd_sc_hd__mux2i_1, 188 x sky130_fd_sc_hd__a22oi_1, 175 x sky130_fd_sc_hd__a221oi_1, 168 x sky130_fd_sc_hd__clkbuf_1.

The worst setup path is captured at an output port. The total count of max-transition violations in the final report came out at 0. For reference, the top cells by area after synthesis are sky130_fd_sc_hd__edfxtp_1 79%, sky130_fd_sc_hd__mux2i_1 3.3%, sky130_fd_sc_hd__mux4_2 2.8%.

The synthesis-to-layout area growth is 12.8%. The buffer and inverter count on the worst path came out at 7. In the final layout, the registers with the most flip-flops are memory x2048. In this run the clock root is driven by a sky130_fd_sc_hd__clkbuf_16. The setup total negative slack is 0 ns. The worst endpoint data arrival time came out at 12.13 ns.

The cell row count came out at 144. The count of cells along the worst hold path is 1. Per the slew report, the remaining headroom to the max-slew limit stands at 0.210. The detailed-route via count came out at 42363. The area of the core is 155000 um^2. Of the total power, combinational logic draws 0.057.

The critical path data required time came out at 25.76 ns. In this run the critical path is formed by buf_8, buf_12, buf_4, buf_4, nor2_4, buf_4, buf_4, and3_1, nor4_1, a31oi_1, a2111oi_0, nand3_1, clkdlybuf4s50_1. Switching power as a fraction of the total was reported as 0.216.
==> cells by family after synthesis <==
logic type / Yosys count / share of synthesized area
AOI/OAI and AO/OA: 933 / 0.0873
muxes: 502 / 0.0819
and+or+nand+nor: 424 / 0.0283
buffers and inverters: 300 / 0.0170
DFF: 2048 / 0.786
==> worst max path at each step <==
| stage | from | end | slack, ns |
|---|---|---|---|
| CTS | address[1] | data_out[16] | 13.86 |
| global route | address[1] | data_out[16] | 13.42 |
| finish | address[1] | data_out[16] | 13.63 |
==> cell usage in the layout (no fill, tap or decap), drive strengths merged, types with 17 or more instances in the layout <==
| master | instances |
|---|---|
| clkinv | 92 |
| a22oi | 188 |
| nand2 | 28 |
| mux4 | 96 |
| nor2 | 145 |
| o22ai | 93 |
| mux2 | 147 |
| a22o | 66 |
| a221oi | 175 |
| nand3 | 54 |
| a211oi | 17 |
| clkdlybuf4s50 | 36 |
| o22a | 70 |
| o21ai | 85 |
| and3 | 85 |
| buf | 215 |
| edfxtp | 2048 |
| a21oi | 121 |
| nand2b | 18 |
| clkbuf | 255 |
| nor3 | 22 |
| a31oi | 43 |
| mux2i | 259 |
==> through the flow <==
step	hold slack [ns]	worst slack, ns	std cells	cell area, um^2	util
finish	5.91	13.63	6580	88300	0.571
detailed placement	6.73	13.87	6204	82000	0.530
floorplan	6.54	17.21	4207	78300	-
global route	5.90	13.42	6576	88300	0.571
global placement	6.75	13.87	6204	82000	0.530
CTS	5.88	13.86	6575	88300	0.571
==> per-layer routing <==
layer  routed length, um  global-route usage
met5                1140              0.0478
met2               98800               0.428
met4                6770              0.0738
met1               74600               0.435
met3               43700               0.271
==> power groups by stage <==
| stage | combinational [uW] | clock, uW | sequential [uW] |
|---|---|---|---|
| finish | 312 | 2240 | 2960 |
| global route | 332 | 2370 | 2960 |
| CTS | 309 | 2270 | 2960 |
==> area by class of cell <==
| class | count | share of cell area |
|---|---|---|
| sequential | 2048 | 0.696 |
| multi-input combinational | 1859 | 0.182 |
| clock buffer | 255 | 0.0609 |
| tap | 2044 | 0.0290 |
| timing repair buffer | 251 | 0.0218 |
| clock inverter | 116 | 0.0100 |
| inverter | 2 | 0.000170 |
| antenna | 5 | 0.000142 |
Power figures rest on the tool's default switching activity, not on a simulated workload.
